==> /design/flow/design.v <==
`timescale 1ns / 1ps
module controlword_str(addr,clk,controlword);
input [4:0] addr;
input clk;
output [27:0] controlword;
reg [27:0] controlword;
reg [27:0] rom [0:31];
initial begin
rom [0] = 28 'b01_01_000_00_000_00_000_000_0_00_10111;  
rom [1] = 28 'b00_00_001_00_001_00_100_000_0_10_00000;  
rom [2] = 28 'b01_01_000_00_001_10_000_000_0_00_01011;  
rom [3] = 28 'b01_01_101_00_100_00_000_011_0_00_01011;  
rom [4] = 28 'b01_01_110_00_001_00_100_000_0_00_00110;  
rom [5] = 28 'b01_01_001_00_010_00_001_000_0_00_00110;  
rom [6] = 28 'b00_00_010_10_000_00_000_000_1_01_00000;  
rom [7] = 28 'b01_01_001_00_001_00_010_000_0_00_00110;  
rom [9] = 28 'b00_00_010_00_000_00_000_010_0_00_01010;  
rom[10] = 28 'b01_01_100_10_000_00_000_000_0_00_01011;  
rom[11] = 28 'b00_00_000_00_000_00_000_000_1_01_00000;  
rom[12] = 28 'b00_10_001_00_010_00_101_000_0_11_01110;  
rom[14] = 28 'b01_01_000_00_000_00_000_000_0_00_01011;  
rom[15] = 28 'b10_00_000_00_000_00_000_000_0_00_01011;  
rom[16] = 28 'b10_10_110_10_000_00_000_000_0_00_01011;  
rom[23] = 28 'b00_00_000_00_000_00_000_000_1_01_00000;  
end
 initial begin
controlword = 28 'b00_000_00_000_000_000_000_0_00_00000;
end 
always@(posedge clk)begin
controlword <=  rom [addr];
end
endmodule
==> /design/flow/run.sh <==
#!/bin/bash
# OpenROAD 26Q1-2900-gdf79404cd8, Yosys 0.63+post, stock flow scripts
make -C /OpenROAD-flow-scripts/flow DESIGN_CONFIG=/design/flow/config.mk WORK_HOME=/design/flow/orfs finish
==> /design/flow/config.mk <==
export PLATFORM = sky130hd
export DESIGN_NAME = controlword_str
export DESIGN_NICKNAME = controlword_str
export VERILOG_FILES = /design/flow/design.v
export SDC_FILE = /design/flow/constraint.sdc
export NUM_CORES = 4
export LEC_CHECK = 1
export CORE_AREA = 10 10 78 78
export DIE_AREA = 0 0 88 88
==> /design/flow/constraint.sdc <==
current_design controlword_str

set clk_period 1.1
set clk_io_pct 0.2

create_clock -name clk0 -period $clk_period [get_ports {clk}]

set non_clock_inputs [all_inputs -no_clocks]
set_input_delay [expr $clk_period * $clk_io_pct] -clock clk0 $non_clock_inputs
set_output_delay [expr $clk_period * $clk_io_pct] -clock clk0 [all_outputs]
==> run notes <==
The flow completed. The flow ran to the end, and the final reports show no timing, DRC or antenna violations. Floorplan die width landed at 88 µm. Per the final report, max-transition violations number 0. Of the total synthesized cell area, the portion taken by XOR and XNOR cells is 0.00926. Amount of wire on met3 after detailed routing landed at about 250 µm. From synthesis to final layout, the design area changed by 59.0%. In the synthesized netlist, the number of instances is 102.

Site row count landed at 24. Fill cells in the final layout number ~450. Area fraction in full adders, half adders and majority gates landed at 0.0926. Part of the total power dissipated in sequential elements landed at 0.493. Of the total power, combinational logic draws 0.180. The tightest min-delay check is of the primary input to flip-flop type.

In this run, distinct cell masters in the synthesized netlist total 31. Biggest fanout along the worst timing path landed at 2. Count of TritonRoute iterations in the first routing pass landed at 4. Hold repair after CTS inserted 0 buffers.

Per the power-grid run, VDD falls by no more than ~0.46 mV. The largest registers in the layout are controlword (22). In this run, synthesis produced a sequential element count of 22. Per Yosys stat, the portion of area used by sequential elements is 0.466. Per the log, the first TritonRoute iteration ended with a DRC count of 79. The portion of synthesized area spent on multiplexers is 0.0106.

Count of warnings emitted by yosys landed at 1. Number of vias after detailed routing landed at approximately 850. Summing every instance area after synthesis gives 946 µm². Number of DRC violations after detailed routing landed at 0.

Switching power as a fraction of the total was reported as 0.225. Per the synthesis report, the AND-OR/OR-AND share of the synthesized area is 0.151. In the synthesized netlist the async set-or-reset flop fraction comes to 0. The count of nets left with antenna violations once routing finished came out at 0. The script logs the mean routed wire length per placed instance as 12.6 µm. Number of synthesized flops with an enable pin landed at 0.

Number of port buffers landed at 30. Maximum clock rate landed at 0.977 GHz. Setup violation total in the final timing report landed at 0. Looking at the setup timing report, the critical path kind is flip-flop to primary output. Total global-route track usage over all layers is 0.0658. Warning total across the stage logs landed at 31. Count of boundary I/O pins landed at 34. Share of the clock period used by the worst path after layout landed at 0.930. Number of cells in Yosys stat landed at just over 100. The OpenROAD report gives the critical path a data arrival time of 800 ps. After detailed routing, the met2 layer carries about 1200 µm of wire. Looking at the critical path, the single cell with the biggest stage delay is sky130_fd_sc_hd__dfxtp_2. Placed wire-length estimate after detailed placement landed at 1960 µm. Highest cell delay on the worst timing path landed at 320 ps.

The script extracted a total leakage power of around 0.77 nW. The initial antenna violation count was 0. Met1 layer wirelength in the final routing landed at between 1000 and 1500 µm.

Switching component of the power landed at 0.000390 W. Looking at the cell usage after synthesis, the top flip-flop cell is sky130_fd_sc_hd__dfxtp_1. Per STA, the worst path is made up of dlygate4sd2_1. Number of global-route vias before repair landed at 872. Clock tree synthesis inserted a total of 3 buffers. The timing report attributes the biggest portion of critical-path delay to flip-flops. The worst setup path is launched from a flip-flop. Power per cell area landed at around 1200 nW/µm². Detailed-route vias per instance landed at ~4.1. Mean instance size in the synthesized netlist landed at just over 9 µm². Total power consumption of the routed design landed at ~0.0017 W. Sum of buffers and inverters on the critical path landed at 1.

Number of standard cells in the layout, taps in and fillers out landed at 208. Clock edge transition at the registers on the reported setup and hold paths landed at 80 ps. In the final layout, the share of cells above drive strength 1 is 0.301.

Entering global routing, the biggest net connects 16 pins. The floorplan step defined a die boundary enclosing roughly 7700 µm². Global-route wire length before repair landed at between 4000 and 5000 µm. Antenna cell count landed at 0.

Total internal power landed at 0.00134 W. More flip-flops sit in one register than any other, and that register is controlword. Yosys reports a chip area of ~950 µm². The CTS log lists the clock sinks for this run as 22. Of the total power, the clock network draws 0.326. Per the gpl log, the routability congestion estimate is ~0.84. Deepest clock path buffer count landed at 2.

In this run the top signal layer used is met4. Initial standard-cell utilization of the core landed at 0.214. The register with the most flip-flops in the layout has 22 of them.

The report counts max-capacitance violations totalling 0. Placed cell count landed at 200. Required time of the critical path landed at 880 ps. The worst setup path is captured at a primary output. Per the OpenROAD floorplan log, the area of the core is 4410 µm². Hold violation total from the final report landed at 0. Wires add up to between 2000 and 3000 µm.

The smallest clock period supported by the final layout is computed as between 1000 and 1500 ps. Global routing finished with a remaining overflow of 0. Simple logic cell fraction of the synthesized area landed at 0.171.

Setup repair after global routing left no endpoint under its margin. In this run the clock root is driven by a sky130_fd_sc_hd__clkbuf_8. Maximum level of the CTS H-tree landed at 1. Die outline height landed at approximately 90 µm. Among the non-sequential cells, simple AND/OR/NAND/NOR gates take the most area.

Final core area utilization landed at 0.341. TritonCTS built the clock tree.
synthesized netlist by cell type, types with 2 or more instances:
cell / number / area share
sky130_fd_sc_hd__and2_1: 2 / 0.013
sky130_fd_sc_hd__nor2b_1: 2 / 0.013
sky130_fd_sc_hd__inv_2: 2 / 0.0079
sky130_fd_sc_hd__a21oi_1: 8 / 0.042
sky130_fd_sc_hd__buf_4: 9 / 0.071
sky130_fd_sc_hd__nor3_1: 4 / 0.021
sky130_fd_sc_hd__nand2b_1: 4 / 0.026
sky130_fd_sc_hd__nand3_1: 2 / 0.011
sky130_fd_sc_hd__o22ai_1: 3 / 0.020
sky130_fd_sc_hd__dfxtp_1: 22 / 0.47
sky130_fd_sc_hd__inv_1: 3 / 0.012
sky130_fd_sc_hd__nor2_1: 7 / 0.028
sky130_fd_sc_hd__ha_1: 7 / 0.093
sky130_fd_sc_hd__o21ai_0: 4 / 0.021
sky130_fd_sc_hd__nand2_1: 7 / 0.028
cells in the final DEF (no fill, tap or decap), types with 2 or more instances in the layout:
cell type,instances
sky130_fd_sc_hd__inv_2,4
sky130_fd_sc_hd__dfxtp_1,18
sky130_fd_sc_hd__nor3_1,3
sky130_fd_sc_hd__clkbuf_2,2
sky130_fd_sc_hd__buf_4,22
sky130_fd_sc_hd__conb_1,3
sky130_fd_sc_hd__a21oi_1,8
sky130_fd_sc_hd__ha_1,6
sky130_fd_sc_hd__nand2_1,6
sky130_fd_sc_hd__o21ai_1,2
sky130_fd_sc_hd__dlygate4sd2_1,27
sky130_fd_sc_hd__clkbuf_8,4
sky130_fd_sc_hd__nand2b_1,4
sky130_fd_sc_hd__o22ai_1,3
sky130_fd_sc_hd__dfxtp_2,4
sky130_fd_sc_hd__nand3_1,2
sky130_fd_sc_hd__and2_1,2
sky130_fd_sc_hd__nor2_1,7
sky130_fd_sc_hd__o21ai_0,2
sky130_fd_sc_hd__buf_2,2
sky130_fd_sc_hd__buf_6,3
sky130_fd_sc_hd__nor2b_1,2
worst paths after layout:
check,from,to,cells after the start
worst min-delay path,addr[0],controlword[12],4
worst max-delay path,controlword[26],controlword[26],1
power by group through the flow:
| stage | Combinational [W] | Sequential [W] | Clock, W |
|---|---|---|---|
| after CTS | 0.000314 | 0.000856 | 0.000582 |
| after global routing | 0.000350 | 0.000859 | 0.000621 |
| final | 0.000312 | 0.000855 | 0.000565 |
per-layer routing:
layer,vias up,global-route usage
li1,445,-
met1,383,0.0851
met2,23,0.110
met3,2,0.0187
met4,0,0.00870
met5,-,0
cell type report:
cell class	instances	area (µm²)	share of cell area
Multi-Input combinational cell	67	432	0.287
Sequential cell	22	445	0.296
Clock buffer	4	55.1	0.0366
Timing Repair Buffer	58	488	0.324
Tap cell	52	65.1	0.0433
Inverter	5	18.8	0.0125
metrics by stage:
step,worst slack [ps],hold WS (ps),setup TNS [ps],area (µm²)
after floorplan,0.518,334,0,953
after global placement,-582,890,-9470,1440
after detailed placement,-587,888,-9180,1440
after CTS,0.705,450,0,1500
after global routing,39.4,352,0,1500
final,76.6,346,0,1500
logic make-up (layout without fill, tap and decap cells):
logic type | after synthesis | count (layout)
compound gates | 23 | 23
xor+xnor | 1 | 1
fa+ha+maj | 7 | 7
buf+inv | 15 | 67
flops | 22 | 22
mux | 1 | 1
other cells | 1 | 3
simple gates | 32 | 32
what timing repair did:
item | in CTS | in global routing
setup buffers | 2 | 0
endpoints found under the setup margin | 45 | 15
pin swaps | 0 | 0
gates cloned | 1 | 1
gates resized | 42 | 6
Power is estimated from default activity; no workload was simulated.
